## design.v

```verilog
module lab3_2(sw30,sw76,ss_out,led);
input [3:0] sw30;
input [1:0] sw76;
output reg [6:0] ss_out ;
output reg [3:0] led;
reg [6:0] ss_arr[15:0];
initial begin
ss_arr[0] = 7'h40;
ss_arr[1] = 7'h79;
ss_arr[2] = 7'h24;
ss_arr[3] = 7'h30;
ss_arr[4] = 7'h19;
ss_arr[5] = 7'h12;
ss_arr[6] = 7'h02;
ss_arr[7] = 7'h78;
ss_arr[8] = 7'h00;
ss_arr[9] = 7'h10;
ss_arr[10] = 7'h08;
ss_arr[11] = 7'h03;
ss_arr[12] = 7'h46;
ss_arr[13] = 7'h21;
ss_arr[14] = 7'h06;
ss_arr[15] = 7'h0e;
end
always @*
	begin
		ss_out = ~ss_arr[sw30];
		led  = {4{1'b0}};
		case(sw76)
			2'b00: led[3] = 1'b1;
			2'b01: led[2] = 1'b1;
			2'b10: led[1] = 1'b1;
			2'b11: led[0] = 1'b1;
			endcase
	end
endmodule
```

## run.sh

```bash
#!/bin/bash
# OpenROAD 26Q1-2900-gdf79404cd8, Yosys 0.63+post, stock flow scripts
make -C /OpenROAD-flow-scripts/flow DESIGN_CONFIG=/design/flow/config.mk WORK_HOME=/design/flow/orfs finish
```

## constraint.sdc

```tcl
current_design lab3_2

set clk_period 1.0
set clk_io_pct 0.2

create_clock -name clk0 -period $clk_period

set non_clock_inputs [all_inputs -no_clocks]
set_input_delay [expr $clk_period * $clk_io_pct] -clock clk0 $non_clock_inputs
set_output_delay [expr $clk_period * $clk_io_pct] -clock clk0 [all_outputs]
```

## config.mk

```make
export PLATFORM = sky130hd
export DESIGN_NAME = lab3_2
export DESIGN_NICKNAME = lab3_2
export VERILOG_FILES = /design/flow/design.v
export SDC_FILE = /design/flow/constraint.sdc
export NUM_CORES = 4
export LEC_CHECK = 1
export CORE_AREA = 10 10 70 70
export DIE_AREA = 0 0 80 80
```

==> impl_metrics.tcl <==
# collected from the flow reports
set metrics [dict create \
    grt_first_pass_wirelength_mm 1.69 \
    place_congestion 0.835 \
    warnings 41 \
    relSlewSlack_pct 88.6 \
    vias 348 \
    die_w_um 80 \
    ios 17 \
    violations "setup timing" \
    via_per_inst 3.11 \
    crit_arrival_ns 1.14 \
    vdd_drop_max_uv 104 \
    max_freq_mhz 745 \
    switchingPower_mw 0.104 \
    drtIter0Drc 8 \
    nClkBuffers 0 \
    synth_cells 37 \
    layout_worst_path_cycle_share_pct 134 \
    postLayoutSetupSlackWorst_ns -0.342 \
    period_needed_ns 1.34 \
    grtUsageTotal_pct 3.17 \
    worst-path-max-fanout 5 \
    criticalPathCategory "input port to output pin" \
    ys_types 17 \
    status "finished, violations left" \
    lay_top_count "buf_4" \
    routed_wl_mm 1.10 \
    maxCapViolCount 0 \
    grt_overflow_total 0 \
    tightest_slew_ns 0.170 \
    power.density_mw_per_mm2 369 \
    post-place-ws_ns -1.22 \
    antenna-diode-count 0 \
    final_cell_mix "buf_4 (11), buf_2 (7), buf_6 (6)" \
    wire_per_inst_um 9.82 \
    grt_pass1_vias 352 \
    firstDrtPassIters 3 \
    die_h_um 80 \
    hold_ws_ns 0.735 \
    syn_avg_cell_area_um2 8.39 \
    pwr-share-clk_pct 0 \
    dp_cells 109 \
    crit_required_ns 0.80 \
    cp-end-kind "output pin" \
    layout.cells.non_filler 112 \
    coreArea_mm2 0.00342 \
    ys_cells 37 \
    setup_viol 7 \
    hp-class "input port to output pin" \
    synth_seq_share_pct 0 \
    antenna_found_initial 0 \
    design.seq.count 0 \
    design.die.area_mm2 0.00640 \
    yosysTopAreaCellShare_pct 28.2 \
    grt_max_degree 8 \
    port_buffers 17 \
    area_growth_pct 140 \
    yosys.area.top_type "ha_1" \
    ys_warn_count 1 \
    syn_area_um2 310 \
    area_leaders "ha_1 (28%), mux2_2 (11%), nor2b_1 (8.1%)" \
    drive_gt1_share_pct 80.3 \
    placementRows 21 \
    final_hold_viol_count 0 \
    power_leakage_nw 0.327 \
    yosys_area_um2 310 \
    antenna_left 0 \
    regArea_um2 0 \
    cts_hold_buf 0 \
    switching_share_pct 38.0 \
    power_mw 0.274 \
    seqPwrFrac_pct 0 \
    fp-utilization_pct 9.08 \
    rsz0062_at_grt "yes" \
    dp_hpwl_um 912 \
    p_comb_share_pct 100.0 \
    p_int_mw 0.170 \
    start_kind "input port" \
    drc_errors 0 \
    slew_viol_final 0 \
]
synth_stat cells:
cell type / instances
and2_1: 1
mux2_2: 3
mux2_1: 1
buf_6: 2
mux4_2: 1
a21oi_1: 1
ha_1: 7
nor2b_1: 4
mux2i_1: 2
inv_1: 5
o21ai_0: 2
a22oi_1: 2
inv_2: 1
a21o_2: 1
o31ai_1: 1
nor3_1: 1
nor2_1: 2
final cells by class:
type | count | area (um2)
Fill cell | 374 | 2670
Inverter | 6 | 42.5
Multi-Input combinational cell | 29 | 373
Tap cell | 46 | 57.6
Timing Repair Buffer | 31 | 270
power groups by stage:
stage                 Sequential [mW]  Combinational [mW]  Clock [mW]
final                               0               0.274           0
after global routing                0               0.300           0
after CTS                           0               0.272           0
stage by stage:
| step | cell area, um2 | util (%) | setup TNS (ns) |
|---|---|---|---|
| floorplan | 368 | - | -0.0425 |
| global placement | 656 | 19.2 | -10.02 |
| detailed placement | 656 | 19.2 | -10.18 |
| CTS | 728 | 21.3 | -2.68 |
| global route | 743 | 21.8 | -2.17 |
| finish | 743 | 21.8 | -1.86 |
timing repair:
| action | 4_1_cts | 5_1_grt |
|---|---|---|
| pin swaps | 7 | 4 |
| buffers inserted | 3 | 2 |
| hold endpoints to repair | 0 | 0 |
| endpoints found under the setup margin | 11 | 7 |
| resized | 72 | 11 |
per-layer routing:
metal | global-route usage, % | vias up | share of wire (%)
met3 | 0.227 | 0 | 1.5
met5 | 0 | - | 0
met1 | 3.37 | 161 | 38
met4 | 0 | 0 | 0
met2 | 6.74 | 2 | 61
li1 | - | 185 | -
logic make-up (layout without fill, tap and decap cells):
family	count (synthesis)	count (layout)	share of synthesized area [%]
adders and majority gates	7	7	28.2
AOI/OAI and AO/OA	7	7	14.9
and+or+nand+nor	8	8	14.1
buffers and inverters	8	37	14.5
muxes	7	7	28.2
worst max-delay path: stages:
cell and delay [ns]:
buf_12 0.12, inv_8 0.06, ha_4 0.20, mux4_2 0.43, buf_2 0.13
worst paths after layout:
check,to,start,depth (start not counted),slack (ns)
max,ss_out[3],sw30[0],5,-0.34
min,led[3],sw76[0],3,0.74
Power and IR drop assume default switching activity.
